===== run.sh =====
#!/bin/bash
# OpenROAD 26Q1-2900-gdf79404cd8, Yosys 0.63+post, stock flow scripts
make -C /OpenROAD-flow-scripts/flow DESIGN_CONFIG=/design/flow/config.mk WORK_HOME=/design/flow/orfs finish

===== config.mk =====
export PLATFORM = sky130hd
export DESIGN_NAME = angle_mapper
export DESIGN_NICKNAME = angle_mapper
export VERILOG_FILES = /design/flow/design.v
export SDC_FILE = /design/flow/constraint.sdc
export NUM_CORES = 4
export LEC_CHECK = 1
export CORE_UTILIZATION = 40

===== constraint.sdc =====
current_design angle_mapper

set clk_period 6.6
set clk_io_pct 0.2

create_clock -name clk0 -period $clk_period [get_ports {clk}]

set non_clock_inputs [all_inputs -no_clocks]
set_input_delay [expr $clk_period * $clk_io_pct] -clock clk0 $non_clock_inputs
set_output_delay [expr $clk_period * $clk_io_pct] -clock clk0 [all_outputs]

===== design.v =====
module angle_mapper #(
    parameter integer THETA_BITS  = 6,    
    parameter integer PERIOD_BITS = 28    
)(
    input  wire clk,
    input  wire reset,
    input  wire break_clean,    
    output reg  [THETA_BITS-1:0] theta = {THETA_BITS{1'b0}}
);
    localparam integer THETA_STEPS = (1 << THETA_BITS);
    reg [PERIOD_BITS-1:0] period_counter = {PERIOD_BITS{1'b0}};
    reg [PERIOD_BITS-1:0] period_avg = {PERIOD_BITS{1'b0}};
    reg [PERIOD_BITS-1:0] clocks_per_step = {PERIOD_BITS{1'b0}};
    reg [PERIOD_BITS-1:0] step_counter = {PERIOD_BITS{1'b0}};
    reg prev_beam = 1'b0;
    always @(posedge clk) begin
        if (reset) begin
            theta <= {THETA_BITS{1'b0}};
            period_counter <= {PERIOD_BITS{1'b0}};
            period_avg <= {PERIOD_BITS{1'b0}};
            clocks_per_step <= {PERIOD_BITS{1'b0}};
            step_counter <= {PERIOD_BITS{1'b0}};
            prev_beam <= 1'b0;
        end else begin
            prev_beam <= break_clean;
            if (period_counter != {PERIOD_BITS{1'b1}})
                period_counter <= period_counter + 1'b1;
            if (break_clean && !prev_beam) begin
                theta <= {THETA_BITS{1'b0}};
                if (period_avg == {PERIOD_BITS{1'b0}}) begin
                    period_avg <= period_counter;
                end else begin
                    period_avg <= (period_avg - (period_avg >> 3))
                                  + (period_counter >> 3);
                end
                clocks_per_step <= period_avg >> THETA_BITS;
                period_counter <= {PERIOD_BITS{1'b0}};
                step_counter <= {PERIOD_BITS{1'b0}};
            end else begin  
                if (clocks_per_step != {PERIOD_BITS{1'b0}}) begin
                    step_counter <= step_counter + 1'b1;
                    if (step_counter >= clocks_per_step) begin
                        step_counter <= {PERIOD_BITS{1'b0}};
                        theta <= theta + 1'b1;   
                    end
                end
            end
        end
    end
endmodule

==> deck_impl_summary.md <==
Physical Implementation Snapshot

Final timing
  – Hold Fails Final Rpt: 0
  – Unrepaired setup endpoints after global routing: no
  – Final Skew: 0.00726 ns
  – Slew Limit Fails: 0
  – Setup_tns: 0 ns
  – Worst slew margin: 0.514
  – Slew @ Worst Pin: 0.729 ns
  – Final tally of setup violations: 0
  – Final Cycle Share: 0.511
  – Fmax: 297 MHz
  – Worst setup margin: 3.23 ns
  – Final min period: 3.37 ns

Setup path
  – Startpoint types: flop
  – Critical setup path kind: flop to flop
  – Data required, critical path: 6.90 ns
  – Reg2reg end: period_avg[24]
  – Reg2Reg Setup Slack: 3.23 ns
  – Worst-case reg-to-reg path depth: 11
  – Critical Path, Cell by Cell: inv_1 -> fa_1 -> inv_1 -> fa_1 -> a211oi_1 -> o211ai_1 -> nand3_1 -> a211oi_2 -> a221oi_2 -> mux2i_1 -> a221o_1
  – Critical path capture point type: flop
  – Slowest stage delay, CP: 0.53 ns
  – Worst-path maximum fanout: 6
  – Slowest CP cell: fa_1
  – Crit path buffers/inverters: 2
  – Worst path top cell family by delay: AND-OR/OR-AND gates
  – Reg2Reg Launch Point: period_counter[4]
  – Worst EP arrival: 3.68 ns

Synth
  – Largest area contributor in the synthesized netlist: dfxtp_1
  – Cell variety after synth: 67
  – Seq share, synth: 0.305
  – FFs w/ async S/R, synth: 0
  – Mapped cell area: 7410 µm²
  – Synthesis area per yosys: 7410 µm²
  – # Cells Yosys: 903
  – Max-area cell share: 0.305
  – Yosys top cell by instances: inv_1
  – Ys Warns: 1
  – Top cells by count, synth: inv_1, dfxtp_1, nor2_1
  – Cells after Synth: 903
  – Synth flops: 113
  – Most used flip-flop cell: dfxtp_1
  – EDFF count, synth: 0
  – Largest cells by area: dfxtp_1, ha_1, fa_1, inv_1, nor2_1
  – Syn_area_per_cell: 8.21 µm²

Die
  – Die width: 138 µm
  – Die H: 138 µm
  – Die area: 19,100 µm²
  – # IOs: 9
  – Init Core Util: 0.410
  – Standard-cell row count: 49
  – Core footprint: 18,100 µm²

Place
  – I/O Buffers: 8
  – HPWL after DPL: 13,700 µm
  – Worst slack at placement: 3.22 ns
  – Gpl congestion: 0.937

Clocking
  – Post-CTS Setup Inserts: 0
  – Clock transition at the registers of the reported paths: 0.06 ns
  – Clock Tree Buf Depth: 2
  – CTS Sinks: 113
  – CTS Root Cell: clkbuf_16
  – CTS Buf Count: 17
  – CTS tree: yes
  – Htree depth: 4
  – Post-cts resize count: 0
  – Insertion Delay late pin: 0.42 ns
  – Count of hold-fix buffers inserted at cts: 0

Drt
  – ANT cells: 0
  – Met3 WL: 999 µm
  – Detailed Routing Iterations Pass 1: 5
  – Met2 WL: 8350 µm
  – DR vias/cell: 5.47
  – Met1 WL: 8740 µm
  – Max layer used: met4
  – Vias: 6,291
  – Residual DRC: 0
  – Final wirelength: 18,500 µm
  – DRT iter0 DRCs: 329
  – Antenna Nets Post-Route: 0
  – Wirelength per Cell: 16.1 µm

GRT
  – Vias in the first global route: 6,027
  – Pin count of the biggest net entering global routing: 39
  – First-pass GRT wire length: 30,700 µm
  – Initial antenna violation count: 0
  – GRT Total Usage: 0.206
  – Total grt overflow: 0

Final layout
  – Layout cells sized above 1: 0.0662
  – Syn-to-layout area delta: 12.7%
  – Fin util: 0.462

Outcome
  – Status: completed

Pwr
  – Peak supply drop: 188 µV
  – Lkg Pwr: 3.33 nW
  – Power Total: 3.82 mW
  – Pwr/cell area: 457 nW/µm²

Hold path
  – Worst hold endpoint: clocks_per_step[9]
  – Hold Crit Start: clocks_per_step[9]
  – Hold Crit Depth: 2
  – Worst Hold Class: flop to flop

Flow run
  – Tool warnings: 25
  – Max-Cap Viols: 0
-- state kept, by name (all words and copies together), names as in the netlist --
signal,count
prev_beam,1
period_avg,28
clocks_per_step,22
theta,6
period_counter,28
step_counter,28
-- through the flow --
| step | cell area (µm²) | std cells | hold WS (ns) |
|---|---|---|---|
| after global routing | 8360 | 1151 | 0.510 |
| after CTS | 8360 | 1151 | 0.488 |
| after global placement | 7740 | 1119 | 0.462 |
| after detailed placement | 7740 | 1119 | 0.479 |
| after floorplan | 7410 | 903 | 0.437 |
| final | 8360 | 1151 | 0.483 |
-- placed cells by master (no fill, tap or decap), drive strengths merged, types with 20 or more instances in the layout --
cell,instances
nand2,66
o22ai,31
nor3,20
a21oi,40
ha,54
nor4,22
dfxtp,113
xnor2,35
xor2,25
nor2,93
o21ai,35
fa,25
inv,130
-- area by class of cell --
cell class / instances / area (µm²)
Fill cell: 1732 / 9730
Inverter: 128 / 480
Timing Repair Buffer: 17 / 148
Multi-Input combinational cell: 632 / 4560
Tap cell: 229 / 287
Clock buffer: 19 / 433
Clock inverter: 13 / 185
Sequential cell: 113 / 2260
-- how the worst max path moves through the flow --
stage                        startpoint              to  slack, ns  cells after the start
after CTS             period_counter[4]  period_avg[24]       3.24                     11
after global routing  period_counter[7]  period_avg[22]       3.01                     11
final                 period_counter[4]  period_avg[24]       3.23                     11
-- layer usage --
metal	global-route usage	vias up
met3	0.0498	24
met1	0.305	2960
met4	0.0390	0
met5	0	-
li1	-	3158
met2	0.318	149
-- cells by family after synthesis --
kind of cell	count (synthesis)	synth area share
buf+inv	158	0.0813
fa+ha+maj	79	0.159
mux	12	0.0164
compound gates	199	0.184
xor+xnor	60	0.0709
flops	113	0.305
simple gates	282	0.184
-- report_power, final --
part	switching [mW]	internal, mW	leakage [nW]	total (mW)
logic	1.19	0.822	2.12	2.01
registers	0.0848	0.763	0.917	0.848
clock network	0.331	0.632	0.298	0.963
total	1.60	2.22	3.33	3.82
-- worst reg2reg max path: cells and delay by family (launching register included) --
kind / cells / cell delay (ns)
buffers and inverters: 2 / 0.17
muxes: 1 / 0.10
adders and majority gates: 2 / 1.01
DFF: 1 / 0.42
AOI/OAI and AO/OA: 5 / 1.29
and+or+nand+nor: 1 / 0.26
Power figures rest on the tool's default switching activity, not on a simulated workload.
