==> flow/design.v <==
module debounce (
    input wire clk,
    input wire din_raw,   
    output reg  din_clean  
);
    reg sync_0 = 1'b0;
    reg sync_1 = 1'b0;
    always @(posedge clk) begin
        sync_0 <= din_raw;
        sync_1 <= sync_0;
    end
    localparam integer CNT_WIDTH = 12;   
    reg [CNT_WIDTH-1:0] cnt = {CNT_WIDTH{1'b0}};
    reg stable_state = 1'b0;
    always @(posedge clk) begin
        if (sync_1 != stable_state) begin
            cnt <= cnt + 1;
            if (&cnt) begin
                stable_state <= sync_1;
                cnt <= {CNT_WIDTH{1'b0}};
            end
        end else begin
            cnt <= {CNT_WIDTH{1'b0}};
        end
        din_clean <= stable_state;
    end
endmodule
==> flow/run.sh <==
#!/bin/bash
# OpenROAD 26Q1-2900-gdf79404cd8, Yosys 0.63+post, stock flow scripts
make -C /OpenROAD-flow-scripts/flow DESIGN_CONFIG=/design/flow/config.mk WORK_HOME=/design/flow/orfs finish
==> flow/config.mk <==
export PLATFORM = sky130hd
export DESIGN_NAME = debounce
export DESIGN_NICKNAME = debounce
export VERILOG_FILES = /design/flow/design.v
export SDC_FILE = /design/flow/constraint.sdc
export NUM_CORES = 4
export LEC_CHECK = 1
export CORE_AREA = 10 10 73 73
export DIE_AREA = 0 0 83 83
==> flow/constraint.sdc <==
current_design debounce

set clk_period 2.5
set clk_io_pct 0.2

create_clock -name clk0 -period $clk_period [get_ports {clk}]

set non_clock_inputs [all_inputs -no_clocks]
set_input_delay [expr $clk_period * $clk_io_pct] -clock clk0 $non_clock_inputs
set_output_delay [expr $clk_period * $clk_io_pct] -clock clk0 [all_outputs]
==> flow_summary.toml <==
# implementation run metrics
[cells_and_area]
layout_top_cell = "dfxtp_1"
drive_gt1_share_pct = 11.6
fin_cells = 117
fillers = 417
syn_to_final_growth_pct = 20.2
lay_top_cells = "15 x dfxtp_1, 6 x a21oi_1, 5 x nor2_1"
finish.utilization_pct = 20.1

[critical_path]
r2r_cells = 5
crit_slowest_cell = "clkdlybuf4s50_1"
crit_type = "reg2out"
crit_chain = "clkdlybuf4s50_1"
crit_family = "buffers and inverters"
cp.depth = 1
crit_path_start_kind = "flop"
cp_data_required_time_ps = 2000
critPathCaptureType = "output pin"
cpPeakStageDelay_ps = 450
critPathMaxFanout = 1
timing.critical_path.buf_inv = 1
worstPathArrival_ps = 990

[yosys]
yosys.cell_types.count = 23
ys_sh_simple_pct = 21.6
ys_sh_adder_pct = 2.00
synthCells = 64
area_leaders = "dfxtp_1 48%, a21oi_1 4.8%, edfxtp_1 4.8%"
synth_stat.cells = 64
ys_chip_area_um2 = 626
synthTopLogicFamily = "simple AND/OR/NAND/NOR gates"
ys_seq_share_pct = 52.8
netlist_area_um2 = 626
ys_ff = 16
synth-warning-count = 1
yosysTopAreaCellShare_pct = 48.0
synthXorXnorAreaFrac_pct = 5.60
mux_share_pct = 0
syn_area_per_cell_um2 = 9.78
yosysTopAreaCell = "dfxtp_1"
ys_sh_aoi_pct = 14.2

[clock_network]
post-cts-setup-buffers = 0
clk_path_buf_depth = 2
root_buffer = "clkbuf_8"
clk_pin_slew_worst_paths_ps = 60
cts_sinks = 16
cts_hold_buffers = 0
cts_resized = 0
numCtsBuffers = 3
htree_levels = 1
clock_latency_ps = 240
tritoncts = "done"

[timing]
rsz0062_at_grt = "false"
finalSetupTns_ps = 0
tightest_slew_ps = 325
clock.fmax_ghz = 0.669
slew_viol_final = 0
skew_ps = 0.826
finalHoldViolations = 0
max_slew_margin_pct = 78.3
fin_crit_ps = 1490
period_used_pct = 59.8
setup_viol = 0

[route]
drtAntennaViolNets = 0
insertedDiodeCount = 0
routed_wl_mm = 1.02
drt_iter0_drc = 67
wl_per_cell_um = 8.68
first_pass_iters = 4
drc_errors = 0
via_count = 462
routed_via_density = 3.95

[placement]
dpl.cell_count = 113
gp_congestion = 0.720
port-buffer-count = 2
post-dp-hpwl_um = 669

[pwr]
p_leak_nw = 0.241
total_power_w = 0.000500
power_density_nw_per_um2 = 666
ir_drop_v = 0.000109

[grt]
grt_usage_pct = 2.98
antenna_found_initial = 0
grt_pass1_vias = 478
grt_pass1_wl_mm = 1.93
grt_max_degree = 13
gr-total-overflow = 0

[floorplan]
fp-row-count = 22
fp-utilization_pct = 16.7
die_y_um = 83
chipArea_um2 = 6890
core_region_area_um2 = 3740
fp.dieW_um = 83
boundaryPins = 3

[job]
openroad.warnings = 25
maxCapViolCount = 0

[outcome]
status = "completed"

[min_path]
holdPathStages = 0
hp-class = "reg2reg"
registers in the layout, indices dropped and copies added (netlist names):
signal	flops
cnt	12
sync_1	1
din_clean	1
sync_0	1
stable_state	1
layout make-up:
class / count / area (um2) / share of cell area (%)
clock buffers: 4 / 55.1 / 7.32
well taps: 48 / 60.1 / 7.99
flip-flops and latches: 16 / 330 / 43.9
multi-input cells: 44 / 272 / 36.1
repair buffers: 3 / 27.5 / 3.66
inverters: 2 / 7.51 / 0.998
cell families after synthesis:
family,count (synthesis)
AOI/OAI and AO/OA,15
xor gates and xnor gates,4
adders and majority gates,1
buffers and inverters,4
DFF,16
and+or+nand+nor,24
synthesized netlist by cell type (all sizes together):
cell type	instances
dfxtp	15
a21oi	6
nor2	5
nand2	4
nand3	4
o21ai	4
or3	4
o31ai	3
or4	3
xor2	3
buf	2
inv	2
nand4	2
a21boi	1
and2	1
edfxtp	1
ha	1
nor4	1
o41ai	1
xnor2	1
through the flow:
stage / worst slack [ps] / cell area (um2) / hold slack (ps)
floorplan: 1070 / 626 / 310
global placement: 1100 / 697 / 311
detailed placement: 1070 / 697 / 312
CTS: 978 / 752 / 327
global route: 853 / 752 / 346
finish: 1010 / 752 / 326
power by group:
group	total, W	switching, W	internal, W
sequential	0.000267	0.00000386	0.000263
combinational	0.0000146	0.00000755	0.00000701
clock	0.000219	0.0000793	0.000139
worst paths after layout:
kind | end | start | slack [ps]
max | din_clean | din_clean$_DFF_P_ | 1010
min | sync_1$_DFF_P_ | sync_0$_DFF_P_ | 330
max reg2reg | cnt[11]$_SDFF_PP0_ | cnt[0]$_SDFF_PP0_ | 1020
min reg2reg | sync_1$_DFF_P_ | sync_0$_DFF_P_ | 330
per-layer routing:
| metal | track usage [%] | vias to the layer above | wire length [um] |
|---|---|---|---|
| met5 | 0 | - | 0 |
| met4 | 1.23 | 0 | 34 |
| met3 | 0.394 | 2 | 13 |
| met2 | 4.89 | 4 | 458 |
| met1 | 3.82 | 214 | 510 |
| li1 | - | 242 | - |
Power and IR drop assume default switching activity.
